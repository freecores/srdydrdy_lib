===== flow/run.sh =====
#!/bin/bash
# OpenROAD 26Q1-2900-gdf79404cd8, Yosys 0.63+post, stock flow scripts
make -C /OpenROAD-flow-scripts/flow DESIGN_CONFIG=/design/flow/config.mk WORK_HOME=/design/flow/orfs finish

===== flow/config.mk =====
export PLATFORM = sky130hd
export DESIGN_NAME = sd_scoreboard
export DESIGN_NICKNAME = sd_scoreboard
export VERILOG_FILES = /design/flow/design.v
export SDC_FILE = /design/flow/constraint.sdc
export NUM_CORES = 4
export LEC_CHECK = 1
export CORE_UTILIZATION = 50

===== flow/constraint.sdc =====
current_design sd_scoreboard

set clk_period 14.0
set clk_io_pct 0.2

create_clock -name clk0 -period $clk_period [get_ports {clk}]

set non_clock_inputs [all_inputs -no_clocks]
set_input_delay [expr $clk_period * $clk_io_pct] -clock clk0 $non_clock_inputs
set_output_delay [expr $clk_period * $clk_io_pct] -clock clk0 [all_outputs]

===== flow/design.v =====
module sd_input
  #(parameter width = 8)
  (
   input              clk,
   input              reset,
   input              c_srdy,
   output reg         c_drdy,
   input [width-1:0]  c_data,
   output reg         ip_srdy,
   input              ip_drdy,
   output reg [width-1:0] ip_data
   );
  reg 	  load;
  reg 	  drain;
  reg 	  occupied, nxt_occupied;
  reg [width-1:0] hold, nxt_hold;
  reg 		  nxt_c_drdy;
  always @*
    begin
      nxt_hold = hold;
      nxt_occupied = occupied;
      drain = occupied & ip_drdy;
      load = c_srdy & c_drdy & (!ip_drdy | drain);
      if (occupied)
	ip_data = hold;
      else
	ip_data = c_data;
      ip_srdy = (c_srdy & c_drdy) | occupied;
      if (load)
	begin
	  nxt_hold = c_data;
	  nxt_occupied =  1;
	end
      else if (drain)
	nxt_occupied = 0;
      nxt_c_drdy = (!occupied & !load) | (drain & !load);
    end
  always @(posedge clk or posedge reset)
    begin
      if (reset)
	begin
	  hold     <= #1 0;
	  occupied <= #1 0;
	  c_drdy   <= #1 0;
	end
      else
	begin
	  hold     <= #1 nxt_hold;
	  occupied <= #1 nxt_occupied;
	  c_drdy   <= #1 nxt_c_drdy;
	end  
    end  
endmodule
module sd_output
  #(parameter width = 8)
  (
   input              clk,
   input              reset,
   input              ic_srdy,
   output reg         ic_drdy,
   input [width-1:0]  ic_data,
   output reg         p_srdy,
   input              p_drdy,
   output reg [width-1:0] p_data
   );
  reg 	  load;    
  reg 	  nxt_p_srdy;
  always @*
    begin
      ic_drdy = p_drdy | !p_srdy;
      load  = ic_srdy & ic_drdy;
      nxt_p_srdy = load | (p_srdy & !p_drdy);
    end
  always @(posedge clk or posedge reset)
    begin
      if (reset)
	begin
	  p_srdy <= #1 0;
	end
      else
	begin
	  p_srdy <= #1 nxt_p_srdy;
	end  
    end  
  always @(posedge clk)
    if (load)
      p_data <= #1 ic_data;
endmodule  
module behave1p_mem
  #(parameter depth=256,
    parameter width=8,
    parameter addr_sz=$clog2(depth))
  ( 
  d_out,
  wr_en, rd_en, clk, d_in, addr
  );
  input        wr_en, rd_en, clk;
  input [width-1:0] d_in;
  input [addr_sz-1:0]     addr;
  output [width-1:0]     d_out;
  reg [addr_sz-1:0] r_addr;
  reg [width-1:0]            array[0:depth-1];
  always @(posedge clk)
    begin
      if (wr_en)
        begin
          array[addr] <= #1 d_in;
        end
      else if (rd_en)
        begin
          r_addr <= #1 addr;
        end
    end  
  assign d_out = array[r_addr];
  genvar g;
  generate
    for (g=0; g<depth; g=g+1)
      begin : breakout
	wire [width-1:0] brk;
	assign brk=array[g];
      end
  endgenerate
endmodule
module sd_scoreboard
  #(parameter width=8,
    parameter items=64,
    parameter use_txid=0,
    parameter use_mask=0,
    parameter txid_sz=2,
    parameter asz=6)   
  (input      clk,
   input      reset,
   input      c_srdy,
   output     c_drdy,
   input      c_req_type,  
   input [txid_sz-1:0] c_txid,
   input [width-1:0] c_mask,
   input [width-1:0] c_data,
   input [asz-1:0]   c_itemid,
   output     p_srdy,
   input      p_drdy,
   output [txid_sz-1:0] p_txid,
   output [width-1:0]   p_data
   );
  localparam tot_in_sz = ((use_mask)?width*2:width)+
                         ((use_txid)?txid_sz:0)+asz+1;
  wire                  ip_req_type;  
  wire [txid_sz-1:0]    ip_txid;
  wire [width-1:0]      ip_mask;
  wire [width-1:0]      ip_data;
  wire [asz-1:0]        ip_itemid;
  wire [txid_sz-1:0]    ic_txid;
  wire [width-1:0]      ic_data;
  wire [(asz)-1:0]      addr;                    
  wire [(width)-1:0]    d_in;                    
  wire [(width)-1:0]    d_out;                   
  wire                  ic_drdy;                 
  wire                  ic_srdy;                 
  wire                  ip_drdy;                 
  wire                  ip_srdy;                 
  wire                  rd_en;                   
  wire                  wr_en;                   
  wire [tot_in_sz-1:0]  c_hold_data, p_hold_data;
  generate if ((use_txid == 1) && (use_mask == 1))
    begin : txid_and_mask
      assign c_hold_data = {c_txid,c_req_type,c_itemid,c_mask,c_data};
      assign {ip_txid,ip_req_type,ip_itemid,ip_mask,ip_data} = p_hold_data;
    end
  else if ((use_txid == 0) && (use_mask == 1))
    begin : no_txid_and_mask
      assign c_hold_data = {c_req_type,c_itemid,c_mask,c_data};
      assign {ip_req_type,ip_itemid,ip_mask,ip_data} = p_hold_data;
      assign ip_txid = 0;
    end
  else if ((use_txid == 1) && (use_mask == 0))
    begin : txid_and_no_mask
      assign c_hold_data = {c_txid,c_req_type,c_itemid,c_data};
      assign {ip_txid,ip_req_type,ip_itemid,ip_data} = p_hold_data;
      assign ip_mask = 0;
    end
  else if ((use_txid == 0) && (use_mask == 0))
    begin : no_txid_no_mask
      assign c_hold_data = {c_req_type,c_itemid,c_data};
      assign {ip_req_type,ip_itemid,ip_data} = p_hold_data;
      assign ip_mask = 0;
      assign ip_txid = 0;
    end
  endgenerate
  sd_input #(.width(tot_in_sz)) inhold
    (
     .c_data     (c_hold_data),
     .ip_data    (p_hold_data),
     .c_drdy                            (c_drdy),
     .ip_srdy                           (ip_srdy),
     .clk                               (clk),
     .reset                             (reset),
     .c_srdy                            (c_srdy),
     .ip_drdy                           (ip_drdy));
  behave1p_mem #(.depth(items),
                 .addr_sz               (asz),  
                 .width                 (width)) sb_mem
    (
     .addr                              (addr[asz-1:0]),
     .d_out                             (d_out[(width)-1:0]),
     .wr_en                             (wr_en),
     .rd_en                             (rd_en),
     .clk                               (clk),
     .d_in                              (d_in[(width)-1:0]));
  sd_scoreboard_fsm #( 
                      .width            (width),
                      .items            (items),
                      .use_txid         (use_txid),
                      .use_mask         (use_mask),
                      .txid_sz          (txid_sz),
                      .asz              (asz)) fsm
    ( 
     .ip_drdy                           (ip_drdy),
     .ic_srdy                           (ic_srdy),
     .ic_txid                           (ic_txid[(txid_sz)-1:0]),
     .ic_data                           (ic_data[(width)-1:0]),
     .wr_en                             (wr_en),
     .rd_en                             (rd_en),
     .d_in                              (d_in[(width)-1:0]),
     .addr                              (addr[(asz)-1:0]),
     .clk                               (clk),
     .reset                             (reset),
     .ip_srdy                           (ip_srdy),
     .ip_req_type                       (ip_req_type),
     .ip_txid                           (ip_txid[(txid_sz)-1:0]),
     .ip_mask                           (ip_mask[(width)-1:0]),
     .ip_data                           (ip_data[(width)-1:0]),
     .ip_itemid                         (ip_itemid[(asz)-1:0]),
     .ic_drdy                           (ic_drdy),
     .d_out                             (d_out[(width)-1:0]));
  sd_output #(.width(width+txid_sz)) outhold
    (
     .p_data                            ({p_txid,p_data}),
     .ic_data                           ({ic_txid,ic_data}),
     .ic_drdy                           (ic_drdy),
     .p_srdy                            (p_srdy),
     .clk                               (clk),
     .reset                             (reset),
     .ic_srdy                           (ic_srdy),
     .p_drdy                            (p_drdy));
endmodule  
module sd_scoreboard_fsm
  #(parameter width=8,
    parameter items=64,
    parameter use_txid=0,
    parameter use_mask=0,
    parameter txid_sz=2,
    parameter asz=6)   
  (input      clk,
   input      reset,
   input      ip_srdy,
   output reg     ip_drdy,
   input      ip_req_type,  
   input [txid_sz-1:0] ip_txid,
   input [width-1:0] ip_mask,
   input [width-1:0] ip_data,
   input [asz-1:0]   ip_itemid,
   output reg     ic_srdy,
   input      ic_drdy,
   output reg [txid_sz-1:0] ic_txid,
   output reg [width-1:0]   ic_data,
   input [width-1:0]    d_out,
   output reg               wr_en,
   output reg               rd_en,
   output reg [width-1:0]   d_in,
   output reg [asz-1:0]     addr
   );
  localparam s_idle = 0, s_read = 1, s_rdmod = 2;
  reg [2:0]                 state, nxt_state;
  reg [txid_sz-1:0]         txid, nxt_txid;
  always @*
    begin
      ip_drdy = 0;
      ic_srdy = 0;
      ic_data = 0;
      wr_en = 0;
      rd_en = 0;
      d_in = 0;
      addr = ip_itemid;
      nxt_state = state;
      nxt_txid  = txid;
      if (use_txid)
        ic_txid = txid;
      else
        ic_txid = 0;
      nxt_state[s_read] = 0;
      if (state[s_idle])
        begin
	  if (state[s_read] & !ic_drdy)
	    begin
	    end
          else if (ip_srdy & (ip_req_type==1))
            begin
              if ((use_mask==0) | (ip_mask=={width{1'b1}}))
                begin
                  ip_drdy = 1;
                  wr_en   = 1;
                  d_in    = ip_data;
                end
              else
                begin
                  rd_en = 1;
                  nxt_state[s_rdmod] = 1;
                  nxt_state[s_idle]  = 0;
                end
            end
          else if (ip_srdy & (ip_req_type==0))
            begin
              rd_en = 1;
              nxt_state[s_read] = 1;
              nxt_txid  = ip_txid;
              ip_drdy   = 1;
            end
        end  
      if (state[s_read])
        begin
          ic_srdy = 1;
          ic_data = d_out;
          if (!ic_drdy)
            begin
              nxt_state[s_read] = 1;
            end
        end  
      if (state[s_rdmod])
        begin
          ip_drdy = 1;
          d_in = (d_out & ~ip_mask) | (ip_data & ip_mask);
          wr_en   = 1;
          nxt_state[s_rdmod] = 0;
          nxt_state[s_idle]  = 1;
        end
    end  
  always @(posedge clk or posedge reset)
    begin
      if (reset)
        begin
          state <= #1 1;
        end
      else
        begin
          state <= #1 nxt_state;
        end
    end  
  generate
    if (use_txid != 0)
      begin : gen_txid_hold
        always @(posedge clk or posedge reset)
          begin
            if (reset)
              begin
                txid  <= #1 0;
              end
            else
              begin
                txid  <= #1 nxt_txid;
              end
          end  
      end  
  endgenerate
endmodule  

==> results_slide.txt <==
Key Metrics from the Run

Detailed routing
  – Diodes inserted: 0
  – Detailed Route Iter0 Violations: 608
  – DR WL/cell: 27.9 um
  – DR vias/cell: 6.02
  – ANT nets after route: 0
  – Drt first pass iters: 5
  – Drc violations: 0
  – Final wirelength: 48.0 mm
  – Total number of vias: 10300

Power
  – Pwr/cell area: 153 nW/um^2
  – Leak: 7.73 nW
  – Worst vdd ir: 0.101 mV

Logic synthesis
  – Top-count cell post-synth: edfxtp_1
  – Yosys Instances: 1062
  – Largest cells by area: edfxtp_1 (73%), mux4_2 (13%), dfrtp_1 (2.2%)
  – Seq cells post-synth: 551
  – Cell Type Count: 48
  – Post-synthesis cell area: 21500 sq um
  – Ys flop type: edfxtp_1
  – Synth area leader: edfxtp_1
  – Seq share, synth: 76.1%
  – Average size of a mapped cell: 20.3 sq um
  – Mapped Cells: 1062
  – Yosys warning count: 4
  – Top-area cell share: 73.3%
  – Ys async rst share: 3.45%
  – Top cells by count: edfxtp_1 (526), mux4_2 (128), nor2_1 (84)
  – Yosys stat chip area: 21500 sq um
  – Post-synth EDFFs: 526

Floorplanning
  – Die area: 43900 sq um
  – Core area: 42200 sq um
  – FP Core Util: 51.0%
  – FP Rows: 75
  – Chip height: 210 um
  – Die width: 210 um
  – Top Ports: 41

Placement
  – GPL Wtd Cong: 0.884
  – Post-DP HPWL: 28.3 mm
  – Placed instance area: 22500 sq um
  – Placed Cells: 1618
  – I/O Buffers: 28

STA
  – Final period util: 39.0%
  – Unrepaired setup endpoints after global routing: false
  – Fmax: 183 MHz
  – Hold_ws: 451 ps
  – Final hold violation count: 0
  – Worst Tran Pin Value: 1030 ps
  – Minimum clock period: 5460 ps
  – Slew HR: 29.2%
  – Final setup viols: 0
  – Setup Skew: 14.6 ps
  – Setup total negative slack: 0 ps
  – Final Max Slew Viols: 0

Cells and area
  – Final instance area: 24300 sq um
  – Storage cell area: 16400 sq um
  – # fillers: 3084
  – Logic area: 4830 sq um
  – Layout cells sized above 1: 23.2%
  – Non-filler cells, final: 1718
  – Area Overhead vs Synth: 12.6%

Setup path
  – Worst path required time: 14210 ps
  – CP Max Fanout: 8
  – CP arrival: 5670 ps
  – Worst Path Class, Setup: input port to flop
  – Setup crit end kind: flop
  – Startpoint Class: input port

Clock tree
  – H-tree levels: 2
  – CTS Sinks: 551
  – Clock Path Buffers: 3
  – Root Buffer: clkbuf_16
  – Clock latency on the worst-skew pair: 600 ps
  – Total CTS buffers: 55
  – CTS Hold Bufs: 0
  – # resized after CTS: 0
  – CTS tree: built
  – Post-CTS Setup Repair Bufs: 0
  – Worst-path clk slew: 60 ps

Global route
  – GRT overflow: 0
  – Vias in the first global route: 11300
  – Largest net degree at the start of global routing: 90
  – First-pass GRT wire length: 72.2 mm
  – Global-route usage over all layers: 25.9%
  – Antenna violations before repair: 0

Flow run
  – Tool warnings: 35
  – Max capacitance violation total: 0

Min path
  – Hold WC Path Type: flop to flop

Run status
  – Status: finished, final reports clean
## layer usage
metal / routed length, um / GRT usage, % / up-vias
li1: - / - / 4499
met5: 0 / 0 / -
met2: 22900 / 37.2 / 457
met1: 18000 / 40.9 / 5308
met3: 5650 / 13.3 / 80
met4: 1420 / 6.17 / 0
## through the flow
step	utilization [%]	setup WS, ps	total power [mW]
5_1_grt	57.4	8440	3.84
6_report	57.4	8540	3.72
4_1_cts	57.4	8670	3.75
2_1_floorplan	-	8640	2.21
3_5_place_dp	53.4	8060	2.35
3_3_place_gp	53.4	8040	2.35
## final cells by class
type / count / share of cell area [%]
Sequential cell: 551 / 67.6
Multi-Input combinational cell: 450 / 19.9
Clock buffer: 76 / 6.18
Tap cell: 539 / 2.78
Timing Repair Buffer: 66 / 2.44
Clock inverter: 24 / 0.872
Inverter: 12 / 0.186
## state kept, by name, summed over array words and instances (netlist names), named ones only
name	cells
outhold.p_srdy	1
inhold.c_drdy	1
inhold.occupied	1
sb_mem.r_addr	6
outhold.p_data	8
fsm.state	1
sb_mem.array	512
inhold.hold	15
## path summary, 6_finish.rpt
kind / slack (ps) / from / cells after the start / to
setup / recovery: 8540 / p_drdy / 6 / sb_mem.array[7][4]
hold / removal: 450 / sb_mem.r_addr[1] / 2 / flop
setup reg to reg: 10550 / inhold.occupied / 5 / sb_mem.array[7][4]
hold reg to reg: 450 / sb_mem.r_addr[1] / 2 / flop
max in group asynchronous: 10880 / reset / 2 / inhold.hold[7]
min in group asynchronous: 2640 / reset / 2 / inhold.hold[9]
## cell usage in the layout (no fill, tap or decap), types with 6 or more instances in the layout
master | Yosys | final
a21oi_1 | 7 | 7
clkbuf_1 | 16 | 19
dfrtp_1 | 19 | 19
buf_4 | 19 | 36
inv_1 | 10 | 10
clkinv_1 | 2 | 13
edfxtp_1 | 526 | 526
o22ai_1 | 18 | 18
mux4_2 | 128 | 128
o21ai_0 | 20 | 20
nor2_1 | 84 | 76
nand3_1 | 13 | 13
mux2_2 | 21 | 21
nand2_1 | 58 | 58
o211ai_1 | 6 | 6
mux2i_1 | 25 | 25
clkbuf_16 | 0 | 57
nor2_4 | 0 | 8
clkdlybuf4s50_1 | 0 | 28
nor2b_1 | 6 | 6
clkinv_2 | 0 | 7
a211oi_1 | 9 | 9
## cells by family (layout without fill, tap and decap cells)
logic type	after synthesis	after routing	share of synthesized area, %
DFF	551	551	76.1
and+or+nand+nor	188	188	3.74
muxes	174	174	15.6
AOI/OAI and AO/OA	86	86	2.74
buffers and inverters	62	178	1.74
other	1	2	0.0174
## report_power, final
group | switching (mW) | leakage, nW | internal, mW | total (mW)
registers | 0.0324 | 5.13 | 1.86 | 1.89
logic | 0.241 | 1.78 | 0.181 | 0.422
clock network | 0.588 | 0.826 | 0.816 | 1.40
## critical path: stages
cell	delay, ps
clkdlybuf4s50_1	440
nand2b_1	170
nor2_1	80
a21oi_1	470
nand3_1	720
nor2_1	990
No activity file was given, so power comes from the tool's default toggle rates.
