## design.v

```verilog
module Reg_int (
input                   Reset                   ,
input                   Clk_reg                 ,
input                   CSB                     ,
input                   WRB                     ,
input           [15:0]  CD_in                   ,
output   reg    [15:0]  CD_out                  ,
input           [7:0]   CA                      ,
output          [4:0]   Tx_Hwmark               ,
output          [4:0]   Tx_Lwmark               ,   
output                  pause_frame_send_en     ,               
output          [15:0]  pause_quanta_set        ,
output                  MAC_tx_add_en           ,               
output                  FullDuplex              ,
output          [3:0]   MaxRetry                ,
output          [5:0]   IFGset                  ,
output          [7:0]   MAC_tx_add_prom_data    ,
output          [2:0]   MAC_tx_add_prom_add     ,
output                  MAC_tx_add_prom_wr      ,
output                  tx_pause_en             ,
output                  xoff_cpu                ,
output                  xon_cpu                 ,
output                  MAC_rx_add_chk_en       ,   
output          [7:0]   MAC_rx_add_prom_data    ,   
output          [2:0]   MAC_rx_add_prom_add     ,   
output                  MAC_rx_add_prom_wr      ,   
output                  broadcast_filter_en     ,
output          [15:0]  broadcast_bucket_depth              ,
output          [15:0]  broadcast_bucket_interval           ,
output                  RX_APPEND_CRC           ,
output          [4:0]   Rx_Hwmark           ,
output          [4:0]   Rx_Lwmark           ,
output                  CRC_chk_en              ,               
output          [5:0]   RX_IFG_SET              ,
output          [15:0]  RX_MAX_LENGTH           , 
output          [6:0]   RX_MIN_LENGTH           , 
output          [5:0]   CPU_rd_addr             ,
output                  CPU_rd_apply            ,
input                   CPU_rd_grant            ,
input           [31:0]  CPU_rd_dout             ,
output                  Line_loop_en            ,
output          [2:0]   Speed                   ,
output          [7:0]   Divider                 , 
output          [15:0]  CtrlData                , 
output          [4:0]   Rgad                    , 
output          [4:0]   Fiad                    , 
output                  NoPre                   , 
output                  WCtrlData               , 
output                  RStat                   , 
output                  ScanStat                , 
input                   Busy                    , 
input                   LinkFail                , 
input                   Nvalid                  , 
input           [15:0]  Prsd                    , 
input                   WCtrlDataStart          , 
input                   RStatStart              , 
input                   UpdateMIIRX_DATAReg      
);
    RegCPUData U_0_000(Tx_Hwmark                ,7'd000,16'h0009,Reset,Clk_reg,!WRB,CSB,CA,CD_in);
    RegCPUData U_0_001(Tx_Lwmark                ,7'd001,16'h0008,Reset,Clk_reg,!WRB,CSB,CA,CD_in);
    RegCPUData U_0_002(pause_frame_send_en      ,7'd002,16'h0000,Reset,Clk_reg,!WRB,CSB,CA,CD_in);
    RegCPUData U_0_003(pause_quanta_set         ,7'd003,16'h0000,Reset,Clk_reg,!WRB,CSB,CA,CD_in);
    RegCPUData U_0_004(IFGset                   ,7'd004,16'h000c,Reset,Clk_reg,!WRB,CSB,CA,CD_in);
    RegCPUData U_0_005(FullDuplex               ,7'd005,16'h0001,Reset,Clk_reg,!WRB,CSB,CA,CD_in);
    RegCPUData U_0_006(MaxRetry                 ,7'd006,16'h0002,Reset,Clk_reg,!WRB,CSB,CA,CD_in);
    RegCPUData U_0_007(MAC_tx_add_en            ,7'd007,16'h0000,Reset,Clk_reg,!WRB,CSB,CA,CD_in);
    RegCPUData U_0_008(MAC_tx_add_prom_data     ,7'd008,16'h0000,Reset,Clk_reg,!WRB,CSB,CA,CD_in);
    RegCPUData U_0_009(MAC_tx_add_prom_add      ,7'd009,16'h0000,Reset,Clk_reg,!WRB,CSB,CA,CD_in);
    RegCPUData U_0_010(MAC_tx_add_prom_wr       ,7'd010,16'h0000,Reset,Clk_reg,!WRB,CSB,CA,CD_in);
    RegCPUData U_0_011(tx_pause_en              ,7'd011,16'h0000,Reset,Clk_reg,!WRB,CSB,CA,CD_in);
    RegCPUData U_0_012(xoff_cpu                 ,7'd012,16'h0000,Reset,Clk_reg,!WRB,CSB,CA,CD_in);
    RegCPUData U_0_013(xon_cpu                  ,7'd013,16'h0000,Reset,Clk_reg,!WRB,CSB,CA,CD_in);
    RegCPUData U_0_014(MAC_rx_add_chk_en        ,7'd014,16'h0000,Reset,Clk_reg,!WRB,CSB,CA,CD_in);
    RegCPUData U_0_015(MAC_rx_add_prom_data     ,7'd015,16'h0000,Reset,Clk_reg,!WRB,CSB,CA,CD_in);
    RegCPUData U_0_016(MAC_rx_add_prom_add      ,7'd016,16'h0000,Reset,Clk_reg,!WRB,CSB,CA,CD_in);
    RegCPUData U_0_017(MAC_rx_add_prom_wr       ,7'd017,16'h0000,Reset,Clk_reg,!WRB,CSB,CA,CD_in);
    RegCPUData U_0_018(broadcast_filter_en      ,7'd018,16'h0000,Reset,Clk_reg,!WRB,CSB,CA,CD_in);
    RegCPUData U_0_019(broadcast_bucket_depth   ,7'd019,16'h0000,Reset,Clk_reg,!WRB,CSB,CA,CD_in);
    RegCPUData U_0_020(broadcast_bucket_interval,7'd020,16'h0000,Reset,Clk_reg,!WRB,CSB,CA,CD_in);
    RegCPUData U_0_021(RX_APPEND_CRC            ,7'd021,16'h0000,Reset,Clk_reg,!WRB,CSB,CA,CD_in);
    RegCPUData U_0_022(Rx_Hwmark                ,7'd022,16'h001a,Reset,Clk_reg,!WRB,CSB,CA,CD_in);
    RegCPUData U_0_023(Rx_Lwmark                ,7'd023,16'h0010,Reset,Clk_reg,!WRB,CSB,CA,CD_in);
    RegCPUData U_0_024(CRC_chk_en               ,7'd024,16'h0000,Reset,Clk_reg,!WRB,CSB,CA,CD_in);
    RegCPUData U_0_025(RX_IFG_SET               ,7'd025,16'h000c,Reset,Clk_reg,!WRB,CSB,CA,CD_in);
    RegCPUData U_0_026(RX_MAX_LENGTH            ,7'd026,16'h2710,Reset,Clk_reg,!WRB,CSB,CA,CD_in);
    RegCPUData U_0_027(RX_MIN_LENGTH            ,7'd027,16'h0040,Reset,Clk_reg,!WRB,CSB,CA,CD_in);
    RegCPUData U_0_028(CPU_rd_addr              ,7'd028,16'h0000,Reset,Clk_reg,!WRB,CSB,CA,CD_in);
    RegCPUData U_0_029(CPU_rd_apply             ,7'd029,16'h0000,Reset,Clk_reg,!WRB,CSB,CA,CD_in);
    RegCPUData U_0_033(Line_loop_en             ,7'd033,16'h0000,Reset,Clk_reg,!WRB,CSB,CA,CD_in);
    RegCPUData U_0_034(Speed                    ,7'd034,16'h0004,Reset,Clk_reg,!WRB,CSB,CA,CD_in);
always @ (posedge Clk_reg or posedge Reset)
    if (Reset)
        CD_out  <=0;
    else if (!CSB&&WRB)
        case (CA[7:1])
                7'd00:    CD_out<=Tx_Hwmark                  ;
                7'd01:    CD_out<=Tx_Lwmark                  ; 
                7'd02:    CD_out<=pause_frame_send_en        ; 
                7'd03:    CD_out<=pause_quanta_set           ;
                7'd04:    CD_out<=IFGset                     ; 
                7'd05:    CD_out<=FullDuplex                 ; 
                7'd06:    CD_out<=MaxRetry                   ;
                7'd07:    CD_out<=MAC_tx_add_en              ; 
                7'd08:    CD_out<=MAC_tx_add_prom_data       ;
                7'd09:    CD_out<=MAC_tx_add_prom_add        ; 
                7'd10:    CD_out<=MAC_tx_add_prom_wr         ; 
                7'd11:    CD_out<=tx_pause_en                ; 
                7'd12:    CD_out<=xoff_cpu                   ;
                7'd13:    CD_out<=xon_cpu                    ; 
                7'd14:    CD_out<=MAC_rx_add_chk_en          ; 
                7'd15:    CD_out<=MAC_rx_add_prom_data       ;
                7'd16:    CD_out<=MAC_rx_add_prom_add        ; 
                7'd17:    CD_out<=MAC_rx_add_prom_wr         ; 
                7'd18:    CD_out<=broadcast_filter_en        ; 
                7'd19:    CD_out<=broadcast_bucket_depth     ;    
                7'd20:    CD_out<=broadcast_bucket_interval  ;   
                7'd21:    CD_out<=RX_APPEND_CRC              ; 
                7'd22:    CD_out<=Rx_Hwmark                  ; 
                7'd23:    CD_out<=Rx_Lwmark                  ; 
                7'd24:    CD_out<=CRC_chk_en                 ; 
                7'd25:    CD_out<=RX_IFG_SET                 ; 
                7'd26:    CD_out<=RX_MAX_LENGTH              ; 
                7'd27:    CD_out<=RX_MIN_LENGTH              ; 
                7'd28:    CD_out<=CPU_rd_addr                ; 
                7'd29:    CD_out<=CPU_rd_apply               ;
                7'd30:    CD_out<=CPU_rd_grant               ;
                7'd31:    CD_out<=CPU_rd_dout[15:0]          ; 
                7'd32:    CD_out<=CPU_rd_dout[31:16]         ;                 
                7'd33:    CD_out<=Line_loop_en               ;
                7'd34:    CD_out<=Speed                      ; 
                default:  CD_out<=0                          ;
        endcase
    else
        CD_out<=0                          ;
endmodule   
module RegCPUData(
RegOut,   
CA_reg_set, 
RegInit,  
Reset,    
Clk,      
CWR_pulse,
CCSB,
CA_reg,     
CD_in_reg
);
output[15:0]    RegOut; 
input[6:0]      CA_reg_set;  
input[15:0]     RegInit;
input           Reset;
input           Clk;
input           CWR_pulse;
input           CCSB;
input[7:0]      CA_reg;
input[15:0]     CD_in_reg;
reg[15:0]       RegOut; 
always  @(posedge Reset or posedge Clk)
    if(Reset)
        RegOut      <=RegInit;
    else if (CWR_pulse && !CCSB && CA_reg[7:1] ==CA_reg_set[6:0])  
        RegOut      <=CD_in_reg;
endmodule           
```

## run.sh

```bash
#!/bin/bash
# OpenROAD 26Q1-2900-gdf79404cd8, Yosys 0.63+post, stock flow scripts
make -C /OpenROAD-flow-scripts/flow DESIGN_CONFIG=/design/flow/config.mk WORK_HOME=/design/flow/orfs finish
```

## config.mk

```make
export PLATFORM = sky130hd
export DESIGN_NAME = Reg_int
export DESIGN_NICKNAME = Reg_int
export VERILOG_FILES = /design/flow/design.v
export SDC_FILE = /design/flow/constraint.sdc
export NUM_CORES = 4
export LEC_CHECK = 1
export CORE_UTILIZATION = 50
```

## constraint.sdc

```tcl
current_design Reg_int

set clk_period 2.5
set clk_io_pct 0.2

create_clock -name clk0 -period $clk_period [get_ports {Clk_reg}]

set non_clock_inputs [all_inputs -no_clocks]
set_input_delay [expr $clk_period * $clk_io_pct] -clock clk0 $non_clock_inputs
set_output_delay [expr $clk_period * $clk_io_pct] -clock clk0 [all_outputs]
```

==> flow_summary.json <==
{
  "peakVddDrop_v": 0.000622,
  "cts-buffers-inserted": 17,
  "end_kind": "flip-flop",
  "r2r-start": "U_0_022.RegOut[0]",
  "io_buffers": 227,
  "reg2reg_depth": 5,
  "cts_tree": "yes",
  "p_total_mw": 6.35,
  "n_antenna_cell": 0,
  "gr-usage-met3": 0.123,
  "dp_hpwl_um": 21700,
  "core-area_um2": 16600,
  "dp_cells": 1249,
  "met2_usage": 0.527,
  "critPathMaxFanout": 8,
  "fmax_ghz": 0.417,
  "ys_cells": 721,
  "hold_viol_final": 0,
  "initCoreUtil": 0.515,
  "timing_worst_slew_pin_value_ns": 0.767,
  "rows": 47,
  "hold_slack_ns": 0.321,
  "clk_pin_slew_ns": 0.06,
  "grt_pass1_wl_um": 45200,
  "period_minus_slack_ns": 2.40,
  "avgSynthCellArea_um2": 11.9,
  "grt_max_degree": 85,
  "die-area_um2": 17700,
  "setup_ws_ns": 0.102,
  "grt_pass1_vias": 7702,
  "vias_per_cell": 5.80,
  "slew_headroom": 0.487,
  "topCellsByArea": "dfrtp_1 43%, mux2_2 21%, dfstp_2 6.1%",
  "gp_congestion": 0.997,
  "dr.pass1.iters": 8,
  "finalMaxSlewViolations": 0,
  "tns_ns": 0,
  "synth_flops": 168,
  "worstReg2RegEnd": "CD_out[0]",
  "final-setup-viol-count": 0,
  "syn2layout_area_growth_pct": 45.0,
  "grt_usage": 0.359,
  "cp.required_ns": 2.77,
  "leakage_nw": 5.55,
  "wl_um": 29700,
  "edf_count": 0,
  "skew_ns": 0.00728,
  "drv_cap": 0,
  "clk_latency_ns": 0.42,
  "drive_above_1_share": 0.348,
  "netlist_instances": 721,
  "die_w_um": 133,
  "place_worst_setup_slack_ns": -0.281,
  "chipHeight_um": 133,
  "netlist_area_um2": 8560,
  "routed-via-count": 7426,
  "crit_end": "CD_out[0]",
  "drt.antenna.violating_nets": 0,
  "p_per_area_nw_per_um2": 511,
  "pin_count": 289,
  "netlist-cell-type-count": 68,
  "post_cts.repair.setup_buffers": 0,
  "post_drt_wl_per_cell_um": 23.1,
  "critPathLaunchType": "input pin",
  "period_used_share": 0.959,
  "use_met1": 0.539,
  "largest_area_cell": "dfrtp_1",
  "drt_iter0_drc": 410,
  "cp.arrival_ns": 2.67,
  "drc_errors": 0,
  "ff_type": "dfrtp_1",
  "top_cell_area_share": 0.432,
  "cts.sinks": 168,
  "clockRootBuffer": "clkbuf_16",
  "r2r_setup_slack_ns": 0.64,
  "synth_seq_share": 0.494,
  "yosysWarnings": 69,
  "status": "finished clean",
  "async_reset_ff_frac": 1.00,
  "lay_top_count": "clkdlybuf4s50_1",
  "rsz0062_at_grt": "false",
  "htreeDepth": 4,
  "layoutNonFillerInstCount": 1281,
  "final_cell_mix": "227 x clkdlybuf4s50_1, 161 x mux2_2, 148 x dfrtp_1",
  "antenna_found_initial": 0,
  "clockBufferDepth": 2,
  "overflow": 0,
  "startpoint": "CA[5]",
  "worst-setup-path-type": "in -> reg",
  "top_usage_layer": "met1",
  "synth_chip_area_um2": 8560,
  "tool_warnings": 50,
  "min_path_type": "in -> async"
}
[final cells by class]
cell class,instances,area (um^2)
clock buffers,19,443
clock inverters,13,134
fillers,1042,4230
inverters,2,11.3
multi-input cells,501,3970
flip-flops and latches,168,4230
well taps,220,275
repair buffers,358,3360
[worst min-delay path by stage]
stage | from | to | slack, ns
CTS | Reset | U_0_003.RegOut[1] | 0.31
global route | Reset | U_0_003.RegOut[1] | 0.32
finish | Reset | U_0_003.RegOut[1] | 0.32
[metrics by stage]
stage                     utilization  cell area [um^2]
after global routing            0.746             12400
after floorplan                     -              8710
final                           0.746             12400
after CTS                       0.746             12400
after detailed placement        0.711             11800
after global placement          0.711             11800
[sequential cells by signal, indices dropped and copies added (netlist names), 3 cells and up]
register,cells
CD_out,16
U_0_000.RegOut,5
U_0_001.RegOut,5
U_0_003.RegOut,16
U_0_004.RegOut,6
U_0_006.RegOut,4
U_0_008.RegOut,8
U_0_009.RegOut,3
U_0_015.RegOut,8
U_0_016.RegOut,3
U_0_019.RegOut,16
U_0_020.RegOut,16
U_0_022.RegOut,5
U_0_023.RegOut,5
U_0_025.RegOut,6
U_0_026.RegOut,16
U_0_027.RegOut,7
U_0_028.RegOut,6
U_0_034.RegOut,3
[cells by family after synthesis]
group           Yosys count  synth area share
compound gates          113            0.0998
buf+inv                  89            0.0602
flops                   168             0.494
mux                     171             0.225
other cells               1          0.000438
simple gates            179             0.121
[power breakdown]
| group | total [mW] | leakage (nW) | switching, mW | internal, mW |
|---|---|---|---|---|
| Combinational | 0.830 | 3.02 | 0.338 | 0.492 |
| Clock | 2.57 | 0.279 | 1.14 | 1.43 |
| Sequential | 2.95 | 2.25 | 0.101 | 2.85 |
| Total | 6.35 | 5.55 | 1.58 | 4.77 |
[Yosys cell counts (3+ instances only)]
cell and number:
a2111oi_0 3, a21o_1 3, a21oi_1 12, a222oi_1 4, a22o_1 9, a22oi_1 23, a2bb2oi_1 3, a31o_2 3
a31oi_1 16, and2_1 5, and3_1 14, buf_2 25, buf_4 40, clkbuf_1 20, dfrtp_1 148, dfstp_2 20
mux2_2 161, mux2i_1 9, nand2_1 51, nand2_2 5, nand2b_1 4, nand3_1 18, nand3b_1 7, nand4_1 12
nand4b_1 4, nor2_1 14, nor2b_1 9, nor3_1 4, nor3_2 4, nor3b_1 6, nor4b_1 4, o21ai_0 12
o22ai_1 4, or2_2 3
[critical path, stage by stage]
cell             delay, ns
clkdlybuf4s50_1       0.66
buf_4                 0.24
nor3_2                0.09
buf_4                 0.18
nand4_1               0.20
o211ai_1              0.12
a2111oi_0             0.54
a31oi_1               0.15
[routing by layer]
layer	up-vias	part of all wire
met5	-	0
met4	0	0.024
met3	39	0.099
met2	401	0.46
met1	3721	0.42
li1	3265	-
[what timing repair did]
item	CTS	global route
resized	0	2
endpoints found under the hold margin	0	0
setup endpoints to repair	0	8
hold buffers	0	0
Power figures rest on the tool's default switching activity, not on a simulated workload.
